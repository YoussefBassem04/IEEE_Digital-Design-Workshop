`flow/run.sh`:
```
#!/bin/bash
# OpenROAD 26Q1-2900-gdf79404cd8, Yosys 0.63+post, stock flow scripts
make -C /OpenROAD-flow-scripts/flow DESIGN_CONFIG=/design/flow/config.mk WORK_HOME=/design/flow/orfs finish
```
`flow/config.mk`:
```
export PLATFORM = sky130hd
export DESIGN_NAME = dual_port_ram
export DESIGN_NICKNAME = dual_port_ram
export VERILOG_FILES = /design/flow/design.v
export SDC_FILE = /design/flow/constraint.sdc
export NUM_CORES = 4
export LEC_CHECK = 1
export CORE_UTILIZATION = 30
```
`flow/constraint.sdc`:
```
current_design dual_port_ram

set clk_period 3.8
set clk_io_pct 0.2

create_clock -name clk0 -period $clk_period [get_ports {clk}]

set non_clock_inputs [all_inputs -no_clocks]
set_input_delay [expr $clk_period * $clk_io_pct] -clock clk0 $non_clock_inputs
set_output_delay [expr $clk_period * $clk_io_pct] -clock clk0 [all_outputs]
```
`flow/design.v`:
```
module dual_port_ram #(parameter WIDTH = 8, DEPTH = 16, N = 4)(
    input we_a,we_b,clk,rst,
    input [WIDTH - 1:0] din_a,din_b,
    input [N - 1:0] addr_a,addr_b,
    output reg [WIDTH - 1:0] dout_a,dout_b
);
reg [WIDTH - 1:0] ram [0 : DEPTH - 1];
integer i;
always @(posedge clk) begin
    if (rst) begin
        for (i = 0;i < DEPTH;i = i + 1) begin
            ram[i] <= 0;
        end
    end
    if (we_a) 
        ram[addr_a] <= din_a;
    dout_a <= ram[addr_a];
    if (we_b)
        ram[addr_b] <= din_b;
    dout_b <= ram[addr_b]; 
end
endmodule
```
==> results.toml <==
# synthesis and place-and-route metrics
[outcome]
outcome = "complete, no violations"

[hold_path]
hp-class = "register to register"

[pwr]
comb_power_share_pct = 13.8
p_sw_mw = 1.02
p_leak_nw = 3.09
internal_power_mw = 3.13
p_seq_share_pct = 46.5
clock_power_share_pct = 39.7
ir_worst_vdd_mv = 0.263
p_sw_share_pct = 24.6
p_per_area_mw_per_mm2 = 446

[floorplan]
core_mm2 = 0.0261
die_area_mm2 = 0.0274
die_x_um = 166
fp-row-count = 59
die_h_um = 166
ioPinCount = 44
initCoreUtil_pct = 30.7

[cts]
clockBufferDepth = 2
numCtsBuffers = 17
cts_tree = "yes"
cts_resized = 0
h-tree-depth = 4
cts.clk_slew.worst_paths_ns = 0.06
cts-root-buf = "clkbuf_16"
cts_num_sinks = 144
clk_latency_ns = 0.42
postCtsSetupRepairBufs = 0
cts-hold-fix-buffers = 0

[routing]
num_antenna_cells = 0
firstDrtPassIters = 22
drt_iter0_drc = 382
num_vias = 5570
wl_per_cell_um = 27.3
drc_errors = 0
viasPerCell = 6.13
totalWireLength_um = 24800
ant_nets = 0

[worst_setup_path]
critPathTopFamily = "simple AND/OR/NAND/NOR gates"
crit_path_start_kind = "input port"
worst-path-max-fanout = 12
crit_chain = "clkdlybuf4s50_1 -> or3b_1 -> nor3_2 -> or3_1"
arrival_ns = 2.98
endpoint_kind = "register"
critical_path_class = "input port to register"
worstPathRequired_ns = 3.87
slowest_delay_ns = 0.65
critPathSlowestCell = "nor3_2"
critPathBufInv = 1

[global_route]
grt_pass1_wl_um = 37300
grt_pass1_vias = 6016
grt_use_total_pct = 19.5
overflow = 0
grt_max_degree = 29
antenna_found_initial = 0

[flow_run]
cap_violations = 0
warnings = 25

[placement]
place_congestion = 0.904
postPlaceCellArea_mm2 = 0.00873
dp_cells = 876
port_buffers = 43
hpwlAfterDp_um = 17100

[yosys]
ys_area_mm2 = 0.00803
ys_ff = 144
synth-edff-count = 128
syn_area_per_cell_um2 = 14.8
async_reset_ff_share_pct = 0
synth_cell_types = 28
synth_seq_share_pct = 51.9
yosys_warnings = 1
yosys-stat-cells = 544
netlist_area_mm2 = 0.00803
ys.flop_type = "edfxtp_1"
syn_inst = 544

[layout]
drive_gt1_share_pct = 25.1
fin_cells = 908
comb_area_mm2 = 0.00358
register_area_mm2 = 0.00416
final_util_pct = 35.7
area_growth_pct = 16.0
design_area_mm2 = 0.00932
fillers = 2456

[sta]
final.min_clock_period_ns = 2.91
fmax_mhz = 344
hold_viol_final = 0
finalSetupTns_ns = 0
finalSetupViolations = 0
whs_ns = 0.720
slew_headroom_pct = 35.9
slew_violations = 0
skew_ns = 0.00837
finalClockPeriodUsage_pct = 76.6
worst_slew_pin_slew_ns = 0.958
rsz0062_at_grt = "false"
[layout by cell type (no fill, tap or decap), drive strengths merged, types with 6 or more instances in the layout]
| cell | count |
|---|---|
| a22o | 128 |
| edfxtp | 128 |
| mux4 | 64 |
| clkdlybuf4s50 | 39 |
| a22oi | 32 |
| nor2 | 27 |
| buf | 25 |
| clkbuf | 20 |
| nand2 | 18 |
| or3 | 16 |
| dfxtp | 16 |
| a211oi | 8 |
| nor3 | 8 |
| nor2b | 6 |
| inv | 6 |
[routing by layer]
layer | GRT usage [%] | up-vias | part of all wire, %
li1 | - | 2335 | -
met1 | 23.9 | 2820 | 36
met2 | 29.4 | 347 | 46
met3 | 10.6 | 62 | 13
met4 | 6.95 | 6 | 4.2
met5 | 4.17 | - | 0.63
[state kept, by name, indices dropped and copies added (netlist names)]
signal and count:
dout_b 8, ram 128, dout_a 8
[Yosys cell counts, types with 3 or more instances]
master | instances | area, µm²
a22o_1 | 128 | 1120
edfxtp_1 | 128 | 3840
mux4_2 | 64 | 1440
a22oi_1 | 32 | 240
clkbuf_1 | 27 | 101
nor2_1 | 24 | 90.1
buf_1 | 19 | 71.3
buf_2 | 18 | 90.1
nand2_1 | 17 | 63.8
dfxtp_1 | 16 | 320
or3_1 | 16 | 100
a211oi_2 | 8 | 100
nor2b_1 | 6 | 37.5
a2111oi_4 | 4 | 110
a311oi_2 | 4 | 60.1
nand2b_1 | 4 | 25.0
nand3b_1 | 4 | 30.0
nor3_1 | 4 | 20.0
nor3_2 | 4 | 40.0
buf_4 | 3 | 22.5
nor2_2 | 3 | 18.8
[power groups by stage]
stage                 Combinational, mW  Clock (mW)  Sequential, mW
after global routing              0.609        1.74            1.95
after CTS                         0.570        1.67            1.93
final                             0.574        1.65            1.93
[worst paths after layout]
check | from | to | slack [ns] | cells past startpoint
max | addr_b[3] | ram[0][7] | 0.89 | 4
min reg2reg | ram[0][6] | dout_a[6] | 0.72 | 3
max reg2reg | ram[15][5] | dout_a[5] | 2.24 | 3
min | ram[0][6] | dout_a[6] | 0.72 | 3
[worst register-to-register path: cells and delay by family (launching register included)]
family | cells | cell delay (ns)
mux | 1 | 0.52
simple gates | 1 | 0.10
compound gates | 1 | 0.40
flops | 1 | 0.41
[layout make-up]
type,count,area share [%]
clock buffer,20,4.92
clock inverter,12,1.36
multi-input combinational,333,38.4
sequential,144,44.7
tap,335,4.50
timing repair buffer,64,6.10
[kinds of logic after synthesis]
kind of cell	count (synthesis)	synth area share [%]
buffers and inverters	67	3.55
flip-flops	144	51.9
multiplexers	64	17.9
AND/OR/NAND/NOR	93	6.33
AND-OR/OR-AND	176	20.3
[metrics by stage]
stage	worst slack (ns)	power (mW)
global placement	0.519	2.52
floorplan	1.48	2.27
CTS	0.913	4.17
global route	0.827	4.29
detailed placement	0.482	2.53
finish	0.891	4.15
No activity file was given, so power comes from the tool's default toggle rates.
