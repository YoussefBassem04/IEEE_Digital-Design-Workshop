==> /design/flow/design.v <==
module lifo #(parameter DATA_W = 8,DEPTH = 64)(
    input clk, reset_n,push,pop,
    input [DATA_W - 1: 0] din,
    output reg [DATA_W - 1:0] dout,
    output full,empty
);
reg [$clog2(DEPTH) - 1:0] stack_ptr;
reg [DATA_W - 1:0] stack [0 : DEPTH - 1];
assign full = (stack_ptr == 63);
assign empty = (stack_ptr == 0);
always @(posedge clk,negedge reset_n) begin
    if (!reset_n) begin
        dout <= 0;
        stack_ptr <= 0;
    end
    else if (push && !full) begin
        stack[stack_ptr] <= din;
        stack_ptr <= stack_ptr + 1;
    end
    else if (pop && !empty) begin
        dout <= stack[stack_ptr];
        stack_ptr <= stack_ptr - 1;
    end
end
endmodule
==> /design/flow/run.sh <==
#!/bin/bash
# OpenROAD 26Q1-2900-gdf79404cd8, Yosys 0.63+post, stock flow scripts
make -C /OpenROAD-flow-scripts/flow DESIGN_CONFIG=/design/flow/config.mk WORK_HOME=/design/flow/orfs finish
==> /design/flow/config.mk <==
export PLATFORM = sky130hd
export DESIGN_NAME = lifo
export DESIGN_NICKNAME = lifo
export VERILOG_FILES = /design/flow/design.v
export SDC_FILE = /design/flow/constraint.sdc
export NUM_CORES = 4
export LEC_CHECK = 1
export CORE_UTILIZATION = 40
==> /design/flow/constraint.sdc <==
current_design lifo

set clk_period 5.8
set clk_io_pct 0.2

create_clock -name clk0 -period $clk_period [get_ports {clk}]

set non_clock_inputs [all_inputs -no_clocks]
set_input_delay [expr $clk_period * $clk_io_pct] -clock clk0 $non_clock_inputs
set_output_delay [expr $clk_period * $clk_io_pct] -clock clk0 [all_outputs]
==> git commit body <==
Update PnR metrics after Yosys + OpenROAD run

* IR Drop Worst-Case VDD: 270 µV
- Once placement finished, the instance area stood at 22700 µm².
- In the global route stage, met1 resource usage came out at 0.380.
- Global-route met3 utilization: 0.154
- In the final report, the number of hold violations comes to 0.
- Post-synthesis chip area from yosys: 21600 µm²
- The end-of-flow timing check tallies setup violations at 0.
* Final max-slew violation count: 0
* Routability cong.: 1.04
* Data arrival, critical path: 3.23 ns
- Area of the mapped netlist: 21600 µm²
- Per the detail_route report, routed wire per instance is 29.1 µm.
* Diode insertion count for antenna repair: 0
- Share of flip-flops with an asynchronous set or reset: 0.0266
- The most critical min-delay path falls under reg2reg.
- Among logic cells in the layout, the one with the most instances is edfxtp_1.
- Most instantiated logic cells after routing: 512 x edfxtp_1, 364 x nand3_1, 93 x nand4_1, 81 x buf_4, 56 x clkbuf_16
* Total track usage: 0.271
- Total of warnings raised by yosys: 2
- Of the synthesized area, sequential elements account for 0.728.
* Syn-to-layout area delta: 12.5%
* Register bit count reported by yosys: 526
- The worst hold path passes through 2 cells.
- Busiest metal layer after global routing: met2
* Port Buf Inserts: 21
- According to the timing report, the data required time at the worst endpoint equals 4.64 ns.
- Share of post-route cells with drive strength above 1: 0.117
- Remaining routing DRC violations: 0
- Die height: 234 µm
- The number of antenna violations at the first check in global routing was 0.
- Buffer depth of the longest clock path: 3
- Count of distinct cell types in the synthesized netlist: 62
- The worst setup path is captured at an output pin.
- Period utilization: 0.757
- Global-route wire length before repair: 98000 µm
- Yosys mapped a number of flops with a built-in enable equal to 512.
- On met2, the global router reports a usage of 0.383.
- Buffers inserted during clock tree synthesis total 54.
- Number of placed instances with taps included: 2210
- The logs give a warning total of 29.
* Kind of start point of the critical path: flop
- Path depth of the worst reg2reg path: 8
- After floorplanning, the die was sized to cover 54900 µm².
* Post-cts sizing count: 0
- Number of top-level design ports: 22
- In this run, the number of DRC markers left after iteration 0 of detailed routing was 1464.
- Critical path fanouts, max: 36
- After layout, the design draws a total of 0.0107 W.
* Number of cells in the finished layout apart from fillers: 2302
* Slew at the pin closest to its max-slew limit: 0.908 ns
- Based on the critical path, the design can be clocked at up to 0.228 GHz.
- Top flip-flop cell by instance count after synthesis: edfxtp_1
- Measured on the finished design, the core utilization comes to 0.459.
- At the floorplan stage, the core utilization is reported as 0.408.
- TritonCTS built the clock tree.
- Via density: 6.17
- For this block, the via count after detailed routing is 14200.
- Number of cells in Yosys stat: 1551
* Final global-route overflow total: 0
- Total negative slack for setup checks: 0 ns
- Hold-fix buffers at CTS: 0
- Total number of H-tree levels: 2
- Clock tree skew after final layout: 0.0314 ns
* Synthesized instance count: 1551
- Count of maximum capacitance violations: 0
* Minimum clock period after layout: 4.39 ns
* Static Leakage: 7.89 nW
* Clock transition at path regs: 0.06 ns
- Cell area after layout: 24300 µm²
* Die width: 234 µm
- CTS root buffer: clkbuf_16
* Router iterations before antenna repair: 6
* Post-detail-place hpwl: 43600 µm
- Detailed-route wire length: 66900 µm
- Setup repair after global routing left no endpoint under its margin.
- Largest net degree at the start of global routing: 54
- Run status: finished, final reports clean
- Startpoint-to-endpoint class of the critical path: reg2out
* Synthesized area per cell: 13.9 µm²
* Max-Slew Margin vs Limit: 0.389
* Placeable core region: 53000 µm²
- The skew report gives the latency at the later pin of the worst-skew pair as 0.61 ns.
- Power density normalized to cell area: 440 nW/µm²
* Number of buffers added for setup after CTS: 0
* Post-route ant nets: 0
- Total clock sinks: 526
* Number of global-route vias before repair: 14700
* Placement row count: 84
[layer usage]
metal,vias to the layer above,part of all wire
met1,6987,0.37
met4,2,0.039
met3,142,0.14
met5,-,0.0010
met2,948,0.45
li1,6135,-
[critical path, cell delays in order, from the launching register on]
cell and delay [ns]:
dfrtp_1 0.39, ha_1 0.17, buf_4 0.36, and2_2 0.55
buf_4 0.49, nand2_1 0.13, inv_1 0.08, clkdlybuf4s50_1 0.45
[area by class of cell]
class / count / area (µm²)
Fill cell: 4581 / 28700
Sequential cell: 526 / 15700
Multi-Input combinational cell: 884 / 5280
Clock buffer: 66 / 1440
Tap cell: 688 / 861
Timing Repair Buffer: 102 / 778
Clock inverter: 26 / 190
Inverter: 10 / 37.5
[final timing paths]
check | startpoint | end | slack [ns]
worst max-delay path | stack_ptr[0]$_DFFE_PN0P_ | full | 1.41
worst min-delay path | stack[0][3]$_DFFE_PP_ | dout[3]$_DFFE_PN0P_ | 0.51
max in group asynchronous | reset_n | stack_ptr[2]$_DFFE_PN0P_ | 4.66
worst max register to register | stack_ptr[0]$_DFFE_PN0P_ | stack[3][0]$_DFFE_PP_ | 2.22
worst min register to register | stack[0][3]$_DFFE_PP_ | dout[3]$_DFFE_PN0P_ | 0.51
min in group asynchronous | reset_n | dout[2]$_DFFE_PN0P_ | 0.90
[metrics by stage]
step	setup WS [ns]	hold WS, ns
after floorplan	2.57	0.473
after global placement	1.76	0.509
after detailed placement	1.92	0.503
after CTS	1.43	0.520
after global routing	1.23	0.551
final	1.41	0.512
[cells in the mapped netlist (all sizes together) (3+ instances only)]
cell type	instances	area, µm²
a2111o	4	45.0
a21oi	11	55.1
a221o	7	70.1
a222oi	3	30.0
a22o	31	272
a22oi	5	37.5
a41oi	8	70.1
and2	11	68.8
and3	27	174
and3b	31	272
and4	7	61.3
buf	64	362
clkbuf	74	279
dfrtp	14	350
edfxtp	512	15400
ha	5	62.6
inv	10	37.5
mux2	9	101
nand2	48	180
nand2b	3	18.8
nand3	364	1820
nand3b	7	56.3
nand4	93	582
nor2	39	146
nor2b	17	106
nor3	27	135
nor3b	9	93.9
nor4	31	215
o211ai	6	45.0
o21ai	37	185
or3	3	18.8
or4	6	45.0
xnor2	4	35.0
xor2	3	26.3
[logic make-up (layout without fill, tap and decap cells)]
| family | Yosys count | count (layout) | share of synthesized area |
|---|---|---|---|
| compound gates | 126 | 126 | 0.0429 |
| xor+xnor | 7 | 7 | 0.00284 |
| fa+ha+maj | 5 | 5 | 0.00290 |
| buf+inv | 148 | 204 | 0.0314 |
| flops | 526 | 526 | 0.728 |
| mux | 9 | 9 | 0.00469 |
| other cells | 1 | 8 | 0.000174 |
| simple gates | 729 | 729 | 0.187 |
[flip-flops by register name, summed over array words and instances (netlist names)]
register / count
stack: 512
dout: 8
stack_ptr: 6
[where the power goes]
part	internal [W]	leakage, nW	switching (W)	total (W)
clock network	0.00183	0.795	0.00139	0.00323
registers	0.00430	4.78	0.0000928	0.00439
logic	0.000805	2.32	0.00228	0.00309
total	0.00693	7.89	0.00377	0.0107
Power and IR drop assume default switching activity.
