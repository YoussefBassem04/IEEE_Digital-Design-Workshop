==> flow/design.v <==
module fifo #(parameter DATA_WIDTH = 8, DEPTH = 8)(
    input clk,rst,r_en,w_en,
    input [DATA_WIDTH - 1:0] data_in,
    output reg [DATA_WIDTH - 1:0] data_out,
    output full,empty
);
localparam PTR_WIDTH = $clog2(DEPTH);
reg [PTR_WIDTH:0] w_ptr,r_ptr;
reg [DATA_WIDTH - 1:0] my_fifo [0 : DEPTH - 1];
assign empty = (w_ptr == r_ptr);
assign full = ((w_ptr[PTR_WIDTH] != r_ptr[PTR_WIDTH]) &&
              (w_ptr[PTR_WIDTH - 1:0] == r_ptr[PTR_WIDTH - 1:0]));
integer i;
always @(posedge clk) begin
    if (!rst) begin
        for (i = 0;i < DEPTH;i = i + 1) begin
            my_fifo[i] <= 0;
        end
        w_ptr <= 0;
        r_ptr <= 0;
        data_out <= 0;
    end
    else if (!full && w_en) begin
        my_fifo[w_ptr[PTR_WIDTH-1:0]] <= data_in;
        w_ptr <= w_ptr + 1;
    end
    else if (!empty && r_en) begin
        data_out <= my_fifo[r_ptr[PTR_WIDTH-1:0]];
        r_ptr <= r_ptr + 1;
    end
end
endmodule
==> flow/run.sh <==
#!/bin/bash
# OpenROAD 26Q1-2900-gdf79404cd8, Yosys 0.63+post, stock flow scripts
make -C /OpenROAD-flow-scripts/flow DESIGN_CONFIG=/design/flow/config.mk WORK_HOME=/design/flow/orfs finish
==> flow/config.mk <==
export PLATFORM = sky130hd
export DESIGN_NAME = fifo
export DESIGN_NICKNAME = fifo
export VERILOG_FILES = /design/flow/design.v
export SDC_FILE = /design/flow/constraint.sdc
export NUM_CORES = 4
export LEC_CHECK = 1
export CORE_UTILIZATION = 50
==> flow/constraint.sdc <==
current_design fifo

set clk_period 4.5
set clk_io_pct 0.2

create_clock -name clk0 -period $clk_period [get_ports {clk}]

set non_clock_inputs [all_inputs -no_clocks]
set_input_delay [expr $clk_period * $clk_io_pct] -clock clk0 $non_clock_inputs
set_output_delay [expr $clk_period * $clk_io_pct] -clock clk0 [all_outputs]
==> results.cfg <==
; synthesis and place-and-route metrics
[global_route]
antenna_found_initial = 0
grt_pass1_wl_mm = 11.8
grtUsageTotal_pct = 23.0
grt_pass1_vias = 2118
grt.overflow.total = 0
grt_max_degree = 29

[clock_network]
cts.sinks = 80
cts_resized = 0
holdBufCountCts = 0
post_cts_buffers = 0
cts_tree = built
h-tree-depth = 3
clkLatencyLatePin_ps = 340
clk_pin_slew_ps = 80
cts_max_path_buffers = 2
cts_root_buf = clkbuf_8
cts_buffers = 9

[synthesis]
topCellsByArea = edfxtp_1 50%, and2_1 11%, dfxtp_1 8.3%
ys_types = 36
synth_flops = 80
avgSynthCellArea_um2 = 13.4
yosys.area.top_type = edfxtp_1
yosys.area.top_type_share_pct = 50.1
ys_cells = 287
ys_warn_count = 1
ys_seq_share_pct = 58.4
synth_cells = 287
ys_chip_area_um2 = 3840
syn_area_um2 = 3840

[setup_path]
end_kind = primary output
path_max_fanout = 13
slowest_delay_ps = 790
crit_path_top_delay_cell = dfxtp_1
cp.buffers_inverters = 1
cp-start-kind = flip-flop
crit_family = flip-flops
path_cells = xor2_2 > or3_1 > nor2_1 > clkdlybuf4s50_1
critPathRequiredTime_ps = 3600
worstPathArrival_ps = 2410
critPathKind = reg2out

[die]
fp_util_pct = 52.3
core_um2 = 7330
ios = 22
die-area_um2 = 8030
fp-row-count = 31
die_w_um = 89.6
die_y_um = 89.6

[pwr]
total_power_w = 0.00167
power_density_nw_per_um2 = 381
p_leak_nw = 1.54
peakVddDrop_mv = 0.180

[sta]
worst_slew_pin_slew_ps = 723
finalClockSkew_ps = 12.6
max_freq_mhz = 302
relSlewSlack_pct = 51.7
tns_ps = 0
setup_viol = 0
min_period_over_period_pct = 73.6
final-hold-violation-count = 0
fin_crit_ps = 3310
drv_slew = 0
setup_ws_ps = 1190
rsz0062_at_grt = no

[status]
status = completed

[finish]
syn_to_final_growth_pct = 14.1
stdcell_count = 414
final_common_cell = and2_1
final_layout_top_logic_cells = 66 x and2_1, 64 x edfxtp_1, 30 x nand2_1, 25 x mux2i_1, 21 x clkdlybuf4s50_1
drive_gt1_share_pct = 13.7

[detailed_routing]
drt-vias-per-instance = 5.35
drt_iter0_markers = 65
wl_per_cell_um = 18.8
wl_mm = 7.79
postRouteAntennaNets = 0
drt_pass1_iterations = 4
diodes = 0
remaining_drc_errors = 0
vias = 2216

[flow_run]
cap_violations = 0
log.warning_count = 25

[hold_path]
worstHoldPathType = reg2reg

[placement]
portBuffers = 21
place_ws_ps = 1260
dp_cells = 398
globalplace.congestion = 0.873
dp_hpwl_mm = 5.42
-- through the flow --
| stage | instance area (um^2) | hold WS (ps) | util [%] |
|---|---|---|---|
| 2_1_floorplan | 3840 | 424 | - |
| 3_3_place_gp | 4130 | 447 | 56.4 |
| 3_5_place_dp | 4130 | 453 | 56.4 |
| 4_1_cts | 4380 | 465 | 59.7 |
| 5_1_grt | 4380 | 485 | 59.7 |
| 6_report | 4380 | 460 | 59.7 |
-- final timing paths --
kind	from	end	slack (ps)	cells past startpoint
min	data_out[4]$_SDFFE_PN0P_	data_out[4]$_SDFFE_PN0P_	460	2
max	r_ptr[2]$_SDFFE_PN0P_	empty	1190	4
max reg2reg	r_ptr[2]$_SDFFE_PN0P_	my_fifo[2][1]$_SDFFCE_PN0P_	1730	5
min reg2reg	data_out[4]$_SDFFE_PN0P_	data_out[4]$_SDFFE_PN0P_	460	2
-- worst register-to-register path, cell delays in order (launching register included) --
cell and delay (ps):
dfxtp_1 790, xor2_2 400, o41ai_4 130, buf_4 210
nor4_2 500, nand2b_1 400
-- final cells by class --
type / instances / area, um^2
flip-flops and latches: 80 / 2240
well taps: 99 / 124
repair buffers: 27 / 255
fillers: 570 / 2950
clock inverters: 7 / 120
multi-input cells: 190 / 1510
inverters: 2 / 7.51
clock buffers: 9 / 124
-- kinds of logic after synthesis --
| kind of cell | after synthesis | share of synthesized area [%] |
|---|---|---|
| AND/OR/NAND/NOR | 124 | 19.3 |
| flip-flops | 80 | 58.4 |
| AND-OR/OR-AND | 25 | 6.07 |
| buffers and inverters | 17 | 2.32 |
| multiplexers | 33 | 11.2 |
| adder cells (fa/ha/maj) | 2 | 0.652 |
| XOR/XNOR | 6 | 1.96 |
-- power by group --
group	total (W)	internal, W	switching [W]
Combinational	0.000179	0.0000839	0.0000946
Clock	0.000624	0.000369	0.000255
Sequential	0.000863	0.000836	0.0000273
Total	0.00167	0.00129	0.000377
-- sequential cells by signal, indices dropped and copies added (netlist names) --
signal,count
w_ptr,4
data_out,8
r_ptr,4
my_fifo,64
-- layer usage --
metal	GRT usage (%)	up-vias	share of wire, %
li1	-	1087	-
met1	35.2	1063	43
met2	36.6	55	50
met3	6.86	11	5.0
met4	3.75	0	1.9
met5	0	-	0
-- synthesized netlist by cell type (all sizes together) --
library cell and n:
a21boi 5, and2 66, and3b 1, buf 7
clkbuf 8, dfxtp 16, edfxtp 64, ha 2
inv 2, mux2i 25, mux4 8, nand2 30
nand2b 6, nand3 3, nor2 3, nor2b 1
nor3 3, nor3b 2, nor4 1, nor4b 1
o2111ai 8, o21ai 6, o31a 1, o31ai 2
o41ai 3, or2 1, or3 4, or4 2
xnor2 2, xor2 4
Power figures rest on the tool's default switching activity, not on a simulated workload.
